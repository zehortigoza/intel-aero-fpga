File: design.v
module uart(clk, resetn, uart_baud_regl, uart_baud_regh, uart_tx_reg, 
            uart_rx_reg, uart_txd, uart_rxd, uart_tx_on, uart_rx_dat_rdy, uart_tx_busy);
input clk;
input resetn;
input uart_rxd;
input [7:0] uart_tx_reg;
input uart_tx_on;
input [7:0] uart_baud_regl;
input [7:0] uart_baud_regh;
output uart_txd;
output uart_tx_busy;
output uart_rx_dat_rdy;
output [7:0] uart_rx_reg;
wire [15:0]uart_baud_reg = {uart_baud_regh,uart_baud_regl};
reg [15:0] uart_tx_baud_buf;
reg [10:0] uart_tx_buf;
reg uart_tx_tick;
reg transmit;
assign uart_tx_busy = ~transmit;
reg [15:0] uart_rx_baud_buf;
reg uart_rx_tick;
reg [3:0] uart_bit_count;
reg [7:0] uart_rx_reg;
reg [7:0] uart_rx_buf;
reg uart_rx_dat_rdy;
reg uart_rxd_r;
assign uart_txd = uart_tx_buf[0];
always @(posedge clk) begin
   if(~resetn) begin
      uart_tx_baud_buf <= 0;
      uart_tx_tick <= 1'b0;
   end
   else if (uart_tx_baud_buf == uart_baud_reg-1) begin
      uart_tx_baud_buf <= 0;
      uart_tx_tick <= 1'b1;
   end
   else begin
      uart_tx_tick <= 1'b0;
      uart_tx_baud_buf <= uart_tx_baud_buf + 1'b1;
   end
end
always @(posedge clk) begin
   if(~resetn) begin
      uart_tx_buf <= {11'b00000000001};
      transmit <= 1'b1;
   end
   else begin		
      if(!transmit & uart_tx_tick) begin
       	 uart_tx_buf <= {1'b0,uart_tx_buf[10:1]};
	       transmit <= ~|uart_tx_buf[10:1];
      end		
      else if(transmit & uart_tx_on) begin
         uart_tx_buf[10:1] <= {1'b1,uart_tx_reg,1'b0};
         transmit <= 1'b0;		
      end
      else begin
	      transmit <= ~|uart_tx_buf[10:1];
      end
   end		
end
always @(posedge clk)
   uart_rxd_r <= uart_rxd;
wire uart_edge = uart_rxd ^ uart_rxd_r;  
always @(posedge clk) begin
   if(~resetn) begin
      uart_rx_baud_buf <= 0;
      uart_rx_tick <= 1'b0;
   end
   else if (uart_rx_baud_buf == (uart_baud_reg - 1) || uart_edge) begin
      uart_rx_baud_buf <= 0;
   end
      else if (uart_rx_baud_buf == (uart_baud_reg/2)) begin
         uart_rx_tick <= 1'b1;
         uart_rx_baud_buf <= uart_rx_baud_buf + 1'b1;
      end
   else begin
      uart_rx_tick <= 1'b0;
      uart_rx_baud_buf <= uart_rx_baud_buf + 1'b1;
   end
end
reg [1:0] state;
parameter WAITING = 2'b00, READING = 2'b01, STOP = 2'b10, RECOVER = 2'b11;
always @(posedge clk) begin
   if(~resetn) begin
      state <= WAITING;
      uart_bit_count <= 0;
      uart_rx_buf <= 0;
      uart_rx_dat_rdy <= 1'b0;
      uart_rx_reg <= 0;
   end
   else begin
      uart_rx_dat_rdy <= 1'b0;
      case (state) 
         WAITING : begin
		   if(!uart_edge & uart_rx_tick && !uart_rxd_r) begin
		      state <= READING;
		      uart_bit_count <= 0;
		   end
         end
	 READING : begin
                   if(uart_rx_tick) begin
                      uart_rx_buf <= {uart_rxd_r,uart_rx_buf[7:1]};
		      uart_bit_count <= uart_bit_count + 1'b1;
		      if (uart_bit_count == 4'h7) 
		         state <= STOP;
		   end
	 end
	 STOP    : begin
		 if (uart_rx_tick) begin
		    if (uart_rxd_r) begin
		       uart_rx_reg <= uart_rx_buf;
		       uart_rx_dat_rdy <= 1'b1;
	               state <= WAITING;
	            end
	            else begin
	               state <= RECOVER;
	            end
                 end					
         end
         RECOVER  : begin
		  if (uart_rx_tick) begin
		     if (uart_rxd_r) state <= WAITING;
		  end				
	  end
      endcase
   end
end
endmodule
File: run.sh
#!/bin/bash
# OpenROAD 26Q1-2900-gdf79404cd8, Yosys 0.63+post, stock flow scripts
make -C /OpenROAD-flow-scripts/flow DESIGN_CONFIG=/design/flow/config.mk WORK_HOME=/design/flow/orfs finish
File: config.mk
export PLATFORM = sky130hd
export DESIGN_NAME = uart
export DESIGN_NICKNAME = uart
export VERILOG_FILES = /design/flow/design.v
export SDC_FILE = /design/flow/constraint.sdc
export NUM_CORES = 4
export LEC_CHECK = 1
export CORE_UTILIZATION = 50
File: constraint.sdc
current_design uart

set clk_period 11.0
set clk_io_pct 0.2

create_clock -name clk0 -period $clk_period [get_ports {clk}]

set non_clock_inputs [all_inputs -no_clocks]
set_input_delay [expr $clk_period * $clk_io_pct] -clock clk0 $non_clock_inputs
set_output_delay [expr $clk_period * $clk_io_pct] -clock clk0 [all_outputs]
==> notes.md <==
From the run reports.

- The worst reg-to-reg setup slack is 8.10 ns.
- The clock-pin slew of the registers on the worst-case setup and hold paths is 0.08 ns.
- The total power reads 0.557 mW.
- The sequential power share reads 0.484.
- The startpoint type of the worst setup path reads an input port.
- The end of the worst register-to-register path reads uart_rx_baud_buf[7]$_SDFF_PP0_.
- The data required time at the worst endpoint is 11.20 ns.
- The CTS H-tree depth is 3.
- The placed instances occupy a cell area of 4390 µm².
- The kind of capture point of the worst setup path reads a flip-flop.
- The count of flip-flops with a built-in enable after synthesis is 0.
- The worst reg2reg path depth is 7.
- Checking hold timing, the worst path is listed with class flip-flop to flip-flop.
- The initial antenna violation count reads 0.
- From synthesis to final layout, the design area changed by 14.7%.
- The post-synthesis register bit count is 72.
- The total negative setup slack is 0 ns.
- The switching fraction of total power is 0.245.
- The floorplan step set the die width to 91.7 µm.
- The global placement routability congestion is 0.974.
- The HPWL after detailed placement is 6330 µm.
- The count of different cell masters after synthesis is 52.
- The chip area line of the yosys report reads 4020 µm².
- The detailed-router iteration count before antenna repair is 4.
- For this run, the total global-route usage over all layers was measured as 0.225.
- The transition time of the tightest slew-check pin reads 0.815 ns.
- The total congestion overflow is 0.
- For this design the static power due to leakage is 1.60 nW.
- In this run the critical register-to-register path is launched from uart_rx_baud_buf[10]$_SDFF_PP0_.
- The register area share after synthesis reads 0.358.
- The share of total power dissipated in the clock network is 0.414.
- The run finished with clean final reports.
- The buffers inserted during post-CTS setup optimization is 0.
- The overall die height is 91.7 µm.
- The quantity of I/O buffers inserted on ports is 38.
- The maximum number of pins on one net before global-route repair is 22.
- The final count of negative-setup-slack endpoints is 0.
- In the routed layout, each cell is associated on average with a via count of 5.37.
- The synthesis report lists the Yosys warning total as 1.
- Wires add up to 8700 µm.
- The worst slew margin relative to its limit reads 0.452.
- The highest clock rate reads 0.186 GHz.
- The first-pass GRT wire length is 14800 µm.
- Per the placement report, the placed cell count is 593.
- Per the post-route antenna check, the number of violating nets is 0.
- In the final layout, the fill cell count is 676.
- The hold path depth is 2.
- The average wire per standard cell is 14.3 µm.
- The floorplan core density reads 0.518.
- The logic gate share of total power reads 0.102.
- Setup repair after global routing left no endpoint under its margin.
- Subtracting the final worst setup slack from the clock period gives 5.37 ns.
- Sorting the synthesized cells by how often they occur yields sky130_fd_sc_hd__dfxtp_1, sky130_fd_sc_hd__nor2_1, sky130_fd_sc_hd__nand2_1, sky130_fd_sc_hd__xnor2_1, sky130_fd_sc_hd__xor2_1.
- The number of endpoints with negative hold slack in the final report reads 0.
- The count of pins on the block boundary reads 39.
- The post-layout utilization of the core is 0.594.
- The synthesized instance count is 485.
- The clock drives 72 sinks.
- The share of flip-flops with an asynchronous set or reset reads 0.
- The largest registers in the layout are uart_rx_baud_buf x16, uart_tx_baud_buf x16, uart_tx_buf x11.
- The synthesized netlist occupies a cell area of 4020 µm².
- The predominant post-synthesis flop cell is sky130_fd_sc_hd__dfxtp_1.
- The non-filler instance count after layout reads 609.
- The top cell type's share of synthesized area reads 0.358.
- The clock tree from TritonCTS is yes.
- The synthesized area divided by synthesized cell count is 8.30 µm².
- The post-route cell area reads 4610 µm².
- The detailed router placed 3271 vias in this run.
- The post-route worst hold slack is 0.454 ns.
- The number of clock buffers inserted by TritonCTS reads 9.
- The clock latency reported for the late side of the worst-skew pair reads 0.34 ns.
- In the final layout, the share of cells above drive strength 1 is 0.0454.
- The setup clock skew after layout reads 0.00494 ns.
- According to the floorplan log, the row count is 32.
- The worst hold path startpoint is uart_rx_buf[0]$_SDFFE_PN0P_.
- Yosys attributes the largest share of cell area to sky130_fd_sc_hd__dfxtp_1, sky130_fd_sc_hd__xnor2_1, sky130_fd_sc_hd__xor2_1.
- The logs give a warning total of 26.
- The max-slew violation total from the final report is 0.
- The core region is 7770 µm².
- In this run the clock root is driven by a sky130_fd_sc_hd__clkbuf_8.
- The post-placement worst setup slack reads 5.24 ns.
- The endpoint with the worst hold slack reads uart_rx_reg[0]$_SDFFE_PN0P_.
- The antenna diode instance count reads 0.
- The violation count after the first detailed-routing iteration reads 134.
- The post-cts gate resize count reads 0.
- The number of global-route vias before repair reads 3140.
- The count of unresolved DRC violations after routing reads 0.
- The quantity of hold-fixing buffers added after cts reads 0.
- The worst-case setup margin in the final layout is 5.63 ns.
- The power density over the cells is 121 nW/µm².
- The arrival time at the worst endpoint is 5.57 ns.
- The largest fanout on the critical path reads 15.
- In the finished design, the share of the clock period the worst path needs comes to 0.488.
- The most instantiated library cell after synthesis is sky130_fd_sc_hd__dfxtp_1.
- The synthesized netlist was found by Yosys to have 485 cells.
- The chip occupies 8410 µm².
- The number of max-capacitance violations reported reads 0.
- The library cell occupying the most area in the post-synthesis netlist reads sky130_fd_sc_hd__dfxtp_1.
- The kind of critical path reads input port to flip-flop.
- The worst voltage drop across the vdd grid reads 0.0716 mV.
- The net switching power reads 0.137 mW.
- The cell-internal power is 0.421 mW.
- The maximum number of buffers from clock root to sink is 2.
## cells in the final DEF (no fill, tap or decap), drive strengths merged, types with 3 or more instances in the layout
| cell type | count |
|---|---|
| dfxtp | 72 |
| nor2 | 61 |
| nand2 | 50 |
| xnor2 | 39 |
| clkdlybuf4s50 | 38 |
| xor2 | 36 |
| a21oi | 31 |
| nand3 | 30 |
| inv | 14 |
| nand4 | 12 |
| nor4 | 11 |
| clkbuf | 10 |
| a22oi | 9 |
| nor3 | 8 |
| and3 | 6 |
| o21ai | 6 |
| or4 | 6 |
| nor3b | 5 |
| xnor3 | 5 |
| nand3b | 4 |
| and2 | 4 |
| or3 | 4 |
| mux2i | 4 |
| ha | 4 |
| nand2b | 3 |
| a31oi | 3 |
| nor2b | 3 |
## layout make-up
cell class                      instances  area (µm²)  area share
Multi-Input combinational cell        367        2390       0.518
Sequential cell                        72        1440       0.312
Timing Repair Buffer                   39         388      0.0841
Clock buffer                           10         128      0.0277
Tap cell                              102         128      0.0277
Clock inverter                          6        92.6      0.0201
Inverter                               13        48.8      0.0106
## per-layer routing
metal | track usage | vias up | part of all wire
li1 | - | 1694 | -
met1 | 0.332 | 1505 | 0.49
met2 | 0.362 | 60 | 0.46
met3 | 0.0397 | 12 | 0.037
met4 | 0.0404 | 0 | 0.016
met5 | 0 | - | 0
## critical path, cell delays in order
cell	delay [ns]
sky130_fd_sc_hd__clkdlybuf4s50_1	0.63
sky130_fd_sc_hd__or4_1	0.77
sky130_fd_sc_hd__nor4_1	0.65
sky130_fd_sc_hd__xnor3_1	0.24
sky130_fd_sc_hd__o2111ai_1	0.11
sky130_fd_sc_hd__nand4bb_1	0.27
sky130_fd_sc_hd__o211ai_2	0.59
sky130_fd_sc_hd__nor2_1	0.11
## kinds of logic (layout without fill, tap and decap cells)
group / after synthesis / after routing / synth area share
xor+xnor: 82 / 82 / 0.203
simple gates: 212 / 212 / 0.263
mux: 4 / 4 / 0.00995
buf+inv: 46 / 68 / 0.0482
compound gates: 64 / 64 / 0.103
fa+ha+maj: 5 / 5 / 0.0149
flops: 72 / 72 / 0.358
## power groups by stage
stage / clock [mW] / combinational [mW] / sequential (mW)
after CTS: 0.237 / 0.0569 / 0.270
final: 0.231 / 0.0570 / 0.270
after global routing: 0.251 / 0.0624 / 0.270
## how the worst max path moves through the flow
| stage | to | cells after the start | from |
|---|---|---|---|
| 5_1_grt | uart_rx_baud_buf[12]$_SDFF_PP0_ | 10 | uart_baud_regl[0] |
| 4_1_cts | uart_rx_baud_buf[7]$_SDFF_PP0_ | 8 | uart_baud_regl[3] |
| 6_report | uart_rx_baud_buf[7]$_SDFF_PP0_ | 8 | uart_baud_regl[3] |
Power is estimated from default activity; no workload was simulated.
