==> flow/design.v <==
module spi_slave(
    clk,
    sclk,
    miso,
    mosi,
    ss,
    rx_byte_available,
    rx_byte,
    tx_byte_ready_to_write,
    tx_byte
);
input wire clk;
input wire sclk;
input wire ss;
input wire mosi;
output reg rx_byte_available = 0;
output reg [0 : 7] rx_byte = 0;
reg [2 : 0] rx_index = 3'd0;
output reg miso = 1'b0;
output reg tx_byte_ready_to_write = 1'b0;
input wire [0 : 7] tx_byte;
reg [2 : 0] tx_index = 3'd0;
reg [1 :0] sclk_reg;
reg [1 :0] ss_reg;
wire sclk_rissing_edge;
wire sclk_falling_edge;
wire ss_falling_edge;
assign sclk_rissing_edge = (sclk_reg == 2'b01);
assign sclk_falling_edge = (sclk_reg == 2'b10);
assign ss_falling_edge = (ss_reg == 2'b10);
always @ (posedge clk) begin
    sclk_reg[0] <= sclk;
    sclk_reg[1] <= sclk_reg[0];
    ss_reg[0] <= ss;
    ss_reg[1] <= ss_reg[0];
end
always @ (posedge clk) begin
    if (ss_falling_edge) begin
        rx_index <= 3'd0;
        rx_byte_available <= 0;
    end else if (sclk_rissing_edge) begin
        rx_byte[rx_index] <= mosi;
        rx_index <= rx_index + 3'd1;
        if (rx_index == 3'd7) begin
            rx_byte_available <= 1;
        end else begin
            rx_byte_available <= 0;
        end
    end
end
always @ (posedge clk) begin
    if (ss_falling_edge) begin
        tx_index <= 3'd1;
        tx_byte_ready_to_write <= 0;
    end else if (sclk_falling_edge) begin
        miso <= tx_byte[tx_index];
        tx_index <= tx_index + 3'd1;
        if (tx_index == 3'd7) begin
            tx_byte_ready_to_write <= 1;
        end else begin
            tx_byte_ready_to_write <= 0;
        end
    end
end
endmodule
==> flow/config.mk <==
export PLATFORM = sky130hd
export DESIGN_NAME = spi_slave
export DESIGN_NICKNAME = spi_slave
export VERILOG_FILES = /design/flow/design.v
export SDC_FILE = /design/flow/constraint.sdc
export NUM_CORES = 4
export LEC_CHECK = 1
export CORE_AREA = 10 10 91 91
export DIE_AREA = 0 0 101 101
==> flow/run.sh <==
#!/bin/bash
# OpenROAD 26Q1-2900-gdf79404cd8, Yosys 0.63+post, stock flow scripts
make -C /OpenROAD-flow-scripts/flow DESIGN_CONFIG=/design/flow/config.mk WORK_HOME=/design/flow/orfs finish
==> flow/constraint.sdc <==
current_design spi_slave

set clk_period 1.8
set clk_io_pct 0.2

create_clock -name clk0 -period $clk_period [get_ports {clk}]

set non_clock_inputs [all_inputs -no_clocks]
set_input_delay [expr $clk_period * $clk_io_pct] -clock clk0 $non_clock_inputs
set_output_delay [expr $clk_period * $clk_io_pct] -clock clk0 [all_outputs]
==> results.cfg <==
; synthesis and place-and-route metrics
[run]
maxCapViolations = 0
warnings = 27

[timing]
setup_viol = 0
finalCritPeriodShare = 0.990
final.setup_skew_ns = 0.00487
rsz0062_at_grt = true
fin_crit_ns = 1.78
relSlewSlack = 0.798
worst_pin_slew_ns = 0.301
slew_viol_final = 0
fmax_ghz = 0.561
finalHoldViolations = 0

[min_path]
hold_path_class = reg -> reg

[floorplan]
dieWidth_um = 101
die_h_um = 101
fp_util = 0.153
core_area_mm2 = 0.00635
dieArea_mm2 = 0.0102
io_pins = 23
num_rows = 29

[detailed_routing]
first_pass_iters = 4
via_per_inst = 3.59
antenna_left = 0
routedWlPerCell_um = 11.1
drc = 0
diodes = 0
vias = 647
wl_met2_mm = 1.01
drt-met1-wl_um = 892
wl_met3_um = 65
topRoutingLayerUsed = met4
totalWireLength_mm = 2.00
drt_iter0_drc = 59

[pwr]
ir_drop_mv = 0.244
power_density_mw_per_mm2 = 889
p_leak_nw = 0.530

[global_route]
grt_pass1_vias = 676
grt_pass1_wl_mm = 3.23
track_usage = 0.0379
grt_antenna_before_repair = 0
grt-ovfl-total = 0
grt_max_degree = 13

[logic_synthesis]
synth_area_um2 = 970
synthCells = 76
top_cells_by_area = edfxtp_1 (28%), dfxtp_1 (25%), mux2_2 (10%), ha_1 (6.5%), mux2i_1 (6.2%)
synth_flops = 21
syn_area_per_cell_um2 = 12.8
synth_area_leader_cell = edfxtp_1
yosysSeqAreaShare = 0.526
synth_stat.cells = 76
yosysWarningCount = 1
ys_chip_area_um2 = 970
synthDistinctLibCells = 18
top_cell_area_share = 0.279

[place]
dp_cells = 176
hpwlAfterDp_mm = 1.50
gp_congestion = 0.778
io_buffers = 22

[run_status]
outcome = finished clean

[cts]
cts_buffers = 3
hold_buffers = 0
clkSinkCount = 21
cts.clk_slew.worst_paths_ns = 0.08
cts_setup_buffers = 0
cts_tree = built
cts-root-buf = clkbuf_8
cts_buffer_depth = 2
clk_latency_ns = 0.26
htreeDepth = 1

[final_layout]
top_register = rx_byte
seq_area_um2 = 510
layout_top_cells = clkdlybuf4s50_1 (22), dfxtp_1 (12), mux2_2 (9), nor2_1 (9), edfxtp_1 (9)
fin_util = 0.217
drive_gt1_frac = 0.214
area_growth_pct = 42.3
final_common_cell = clkdlybuf4s50_1
top_regs = rx_byte (8), rx_index (3), tx_index (3)
logic_area_um2 = 469
nFillCells = 659
layout.cells.non_filler = 180
largest_reg_flops = 8

[setup_path]
cp_max_fo = 6
cp-end-kind = flop
crit_arrival_ns = 1.80
cp-start-kind = flop
critical_path_class = reg -> reg
cp.required_ns = 1.82
worst paths after layout:
kind                                 start                    to  slack [ns]  cells after the start
setup reg to reg  rx_index[0]$_SDFFE_PN0N_  rx_byte[2]$_DFFE_PP_        0.02                      5
hold reg to reg          ss_reg[0]$_DFF_P_     ss_reg[1]$_DFF_P_        0.36                      0
setup / recovery  rx_index[0]$_SDFFE_PN0N_  rx_byte[2]$_DFFE_PP_        0.02                      5
hold / removal           ss_reg[0]$_DFF_P_     ss_reg[1]$_DFF_P_        0.36                      0
kinds of logic after synthesis:
| kind of cell | Yosys count | synth area share |
|---|---|---|
| flip-flops | 21 | 0.526 |
| AND/OR/NAND/NOR | 27 | 0.154 |
| multiplexers | 17 | 0.221 |
| buffers and inverters | 4 | 0.0168 |
| XOR/XNOR | 2 | 0.0181 |
| adder cells (fa/ha/maj) | 5 | 0.0645 |
what timing repair did:
item / 4_1_cts / 5_1_grt
cloned: 0 / 0
pin swaps: 2 / 1
gates resized: 2 / 2
endpoints found under the setup margin: 4 / 3
power breakdown:
group          total (mW)  leakage [nW]  switching [mW]  internal (mW)
logic               0.320         0.321           0.120          0.200
clock network       0.309        0.0255           0.155          0.154
registers           0.597         0.183          0.0388          0.559
through the flow:
stage	setup TNS, ns	setup slack, ns	hold slack, ns	total power, mW	area [um2]
floorplan	0	0.0149	0.331	0.809	970
global route	-0.0773	-0.0481	0.371	1.32	1380
detailed placement	-0.237	-0.0793	0.349	0.915	1310
global placement	-0.179	-0.0639	0.339	0.914	1310
CTS	0	0.00444	0.362	1.25	1370
finish	0	0.0177	0.360	1.23	1380
layer usage:
| layer | vias to the layer above | track usage |
|---|---|---|
| li1 | 332 | - |
| met1 | 304 | 0.0507 |
| met2 | 9 | 0.0609 |
| met3 | 2 | 0.00832 |
| met4 | 0 | 0.00965 |
| met5 | - | 0 |
Yosys cell counts:
cell type / count
buf_2: 1
clkbuf_1: 3
dfxtp_1: 12
edfxtp_1: 9
ha_1: 5
mux2_2: 9
mux2i_1: 6
mux4_1: 2
nand2_1: 3
nand2b_1: 3
nand4b_1: 2
nor2_1: 9
nor2b_1: 4
nor3_1: 1
nor3b_1: 2
nor4_1: 2
nor4bb_1: 1
xor2_1: 2
worst max-delay path: stages, from the launching register on:
cell     delay, ns
dfxtp_1       0.35
ha_2          0.21
ha_4          0.22
nor2b_1       0.13
nor3b_1       0.27
mux2_2        0.36
final cells by class:
cell class | instances | share of cell area
clock buffer | 3 | 0.0299
clock inverter | 1 | 0.00363
multi-input combinational | 51 | 0.340
sequential | 21 | 0.370
tap | 77 | 0.0698
timing repair buffer | 27 | 0.187
Power figures rest on the tool's default switching activity, not on a simulated workload.
