File: flow/config.mk
export PLATFORM = sky130hd
export DESIGN_NAME = pwm
export DESIGN_NICKNAME = pwm
export VERILOG_FILES = /design/flow/design.v
export SDC_FILE = /design/flow/constraint.sdc
export NUM_CORES = 4
export LEC_CHECK = 1
export CORE_UTILIZATION = 30
File: flow/constraint.sdc
current_design pwm

set clk_period 2.7
set clk_io_pct 0.2

create_clock -name clk0 -period $clk_period [get_ports {clk}]

set non_clock_inputs [all_inputs -no_clocks]
set_input_delay [expr $clk_period * $clk_io_pct] -clock clk0 $non_clock_inputs
set_output_delay [expr $clk_period * $clk_io_pct] -clock clk0 [all_outputs]
File: flow/run.sh
#!/bin/bash
# OpenROAD 26Q1-2900-gdf79404cd8, Yosys 0.63+post, stock flow scripts
make -C /OpenROAD-flow-scripts/flow DESIGN_CONFIG=/design/flow/config.mk WORK_HOME=/design/flow/orfs finish
File: flow/design.v
module pwm (
       input clk,
		 input resetn,
		 output pwm,
		 input pwm_on,
		 input pwm_enb,
		 input [7:0]pwmDutyl,
		 input [7:0]pwmDutyh,
		 input [7:0]pwmFreql,
		 input [7:0]pwmFreqh
		);
reg [15:0]pwmDutyReg;
reg [15:0]pwmFreqReg;
reg pwmClk;
wire [15:0]pwmFreqR;
wire [15:0]pwmDutyR;
reg [1:0]pwmClkBuf;
reg pwm_r;
assign pwm = pwm_r;
assign pwmDutyR = {pwmDutyh,pwmDutyl};
assign pwmFreqR = {pwmFreqh,pwmFreql};
always @(posedge clk or negedge resetn) begin
   if(~resetn)  begin
      pwmFreqReg <= 16'h0000;
      pwmClk <= 0;
   end	
   else if ((pwmFreqReg > pwmFreqR) || ~pwm_on || ~pwm_enb) begin
      pwmFreqReg <= 16'h0000;
      pwmClk <= 0;
   end 
	else if (pwmFreqReg == pwmFreqR)begin
      pwmClk <= ~pwmClk;
      pwmFreqReg <= 16'h0000;
   end 
	else
      pwmFreqReg <= pwmFreqReg + 16'h0001;
end
always @(posedge clk) begin
	pwmClkBuf[1:0] <= {pwmClkBuf[0],pwmClk};  
end
always @(posedge clk  or negedge resetn) begin
  if (~resetn)
     pwmDutyReg <= 16'h0000;     
  else if ((pwmDutyR == 0) || ~pwm_on || ~pwm_enb) 
     pwmDutyReg <= 16'h0000;
  else if( ~pwmClkBuf[1] && pwmClkBuf[0])      
     pwmDutyReg <= pwmDutyReg + 16'h0000;
  else 
     pwmDutyReg <= pwmDutyReg + 16'h0001;
end
always @(posedge clk) begin
   if (pwmDutyReg >= pwmDutyR)
      pwm_r <= 0;
   else if(pwmDutyReg == 0)
      pwm_r <= 0;
	else 
	   pwm_r <= 1;
end
endmodule   
==> metrics.csv <==
stage,metric,value,unit
final_timing,fmax,429,MHz
clocking,cts_tree,built,
detailed_routing,viasPerCell,4.61,
cells_and_area,final_cell_count_no_fill,429,
final_timing,min_period_over_period,86.4,%
cells_and_area,syn_to_final_growth,24.3,%
power,peakVddDrop,0.187,mV
place,io_buffers,36,
floorplan,ios,37,
final_timing,maxSlewViolCount,0,
worst_setup_path,cp_top_family,buffers and inverters,
cells_and_area,final_area,3150,um^2
flow_run,warnings,26,
worst_setup_path,path_buffers,3,
worst_setup_path,slowest_stage,clkdlybuf4s50_1,
final_timing,hold_viol,0,
yosys,largest_area_cell,dfrtp_1,
floorplan,die_y,93.9,um
detailed_routing,dr.pass1.iters,4,
final_timing,whs,0.367,ns
yosys,synth_async_sr_flop_share,91.7,%
floorplan,initCoreUtil,30.9,%
worst_hold_path,hold_path_class,register to register,
yosys,ys_seq_share,34.9,%
floorplan,fp-row-count,33,
power,leakagePower,1.42,nW
global_routing,grt_pass1_vias,1935,
yosys,post-synth-top-count-cell,inv_1,
clocking,h-tree-depth,2,
final_timing,relSlewSlack,70.9,%
worst_setup_path,crit_fanout,9,
yosys,ys.flop_type,dfrtp_1,
worst_hold_path,hold_start,pwmClkBuf[0]$_DFF_P_,
worst_setup_path,reg2reg_from,pwmFreqReg[5]$_DFF_PN0_,
detailed_routing,post-route-drc-count,0,
clocking,cts_max_path_buffers,2,
cells_and_area,fill_cells,808,
flow_run,max_cap_violations,0,
cells_and_area,regArea,886,um^2
final_timing,finalSetupTns,0,ns
worst_setup_path,path_cells,clkdlybuf4s50_1 > inv_1 > ha_1 > nand4_1 > o221ai_1 > o21ai_0 > nand4_2 > buf_4 > nor2_1,
global_routing,grt.total_usage,13.4,%
floorplan,dieArea,8820,um^2
final_timing,grt_setup_unrepaired,no,
clocking,cts.reportedPaths.clkPinSlew,0.07,ns
detailed_routing,ant_nets,0,
worst_setup_path,startpoint,pwmFreql[7],
worst_setup_path,startpoint_type,input pin,
clocking,cts_hold_buffers,0,
final_timing,skew,0.00190,ns
cells_and_area,drive_gt1_share,7.72,%
worst_setup_path,crit_required,2.92,ns
yosys,synth_area,2530,um^2
yosys,ys_seq_elements,36,
status,outcome,"finished, final reports clean",
worst_setup_path,crit_arrival,2.55,ns
clocking,clock-sinks,36,
detailed_routing,antenna_cells,0,
place,gp_congestion,0.833,
clocking,post_cts_buffers,0,
yosys,synth_chip_area,2530,um^2
global_routing,grt_max_degree,34,
yosys,top_cells_by_count,"inv_1 (40), ha_1 (35), nor2_1 (34)",
floorplan,fp.dieW,93.9,um
final_timing,fin_crit,2.33,ns
worst_setup_path,end_kind,register,
place,placed_area,3040,um^2
yosys,yosysTopAreaCellShare,32.6,%
yosys,yosys_warnings,1,
place,numPlacedInstances,421,
global_routing,grt_pass1_wl,9250,um
worst_setup_path,max_stage_delay,0.45,ns
clocking,cts_buffers,5,
worst_setup_path,crit_type,input pin to register,
detailed_routing,wl_per_cell,11.9,um
detailed_routing,routed_wl,5100,um
final_timing,setup_violations,0,
floorplan,core_area,8220,um^2
detailed_routing,num_vias,1978,
yosys,top_cells_by_area,"dfrtp_1 (33%), ha_1 (17%), inv_1 (5.9%)",
global_routing,antenna_found_initial,0,
clocking,cts_resized,0,
yosys,enable_flop_cells,0,
global_routing,grt_overflow_total,0,
yosys,synthCells,279,
detailed_routing,drtIter0Drc,33,
yosys,postSynthAreaPerCell,9.09,um^2
place,dp_hpwl,3920,um
yosys,ys_types,42,
yosys,yosys-stat-cells,279,
final_timing,tightest_slew,0.436,ns
power,p_per_area,367,nW/um^2
clocking,root_buffer,clkbuf_8,
clocking,clock_latency,0.29,ns
cells_and_area,combGateArea,1490,um^2
==> flip-flops by register name, indices dropped and copies added, names as in the netlist <==
name,count
pwmClk,1
pwmClkBuf,2
pwmDutyReg,16
pwmFreqReg,16
pwm_r,1
==> worst paths after layout <==
check | slack [ns] | cells after the start | to
min | 0.37 | 0 | pwmClkBuf[1]$_DFF_P_
min reg2reg | 0.37 | 0 | pwmClkBuf[1]$_DFF_P_
min in group asynchronous | 0.65 | 2 | pwmFreqReg[15]$_DFF_PN0_
max reg2reg | 0.64 | 7 | pwmFreqReg[9]$_DFF_PN0_
max | 0.37 | 9 | pwmFreqReg[9]$_DFF_PN0_
max in group asynchronous | 1.73 | 2 | pwmDutyReg[2]$_DFFE_PN0P_
==> layout make-up <==
| type | instances | area share, % |
|---|---|---|
| Timing Repair Buffer | 39 | 12.2 |
| Clock inverter | 3 | 1.35 |
| Multi-Input combinational cell | 201 | 47.3 |
| Sequential cell | 36 | 28.1 |
| Tap cell | 105 | 4.17 |
| Clock buffer | 5 | 2.18 |
| Inverter | 40 | 4.77 |
==> logic make-up (layout without fill, tap and decap cells) <==
family	count (synthesis)	after routing	share of synthesized area, %
simple gates	106	106	24.0
xor+xnor	26	26	8.98
compound gates	34	34	8.49
buf+inv	42	87	6.32
flops	36	36	34.9
fa+ha+maj	35	35	17.3
==> power breakdown <==
group | switching, mW | leakage (nW) | internal, mW
Combinational | 0.0596 | 0.887 | 0.0743
Sequential | 0.00511 | 0.484 | 0.542
Clock | 0.202 | 0.0541 | 0.273
==> cell usage in the layout (no fill, tap or decap), types with 2 or more instances in the layout <==
cell type / n
nor4_1: 6
nand3_1: 7
and3_1: 3
buf_4: 3
xor2_1: 14
o21a_1: 2
nor2b_1: 3
inv_1: 40
dfxtp_1: 3
nor3_2: 2
nand4_2: 2
dfrtp_1: 33
nand2b_1: 3
nor2_1: 34
nand2_1: 17
a21oi_1: 14
nor3_1: 2
ha_1: 35
and4_1: 2
a211oi_1: 2
clkdlybuf4s50_1: 36
o21ai_0: 9
xnor2_1: 12
or3_1: 3
nand4_1: 11
clkbuf_8: 5
==> stage by stage <==
stage	power, mW	utilization (%)	worst slack [ns]
2_1_floorplan	0.608	-	0.840
4_1_cts	1.17	38.3	0.355
3_3_place_gp	0.692	37.0	0.00731
6_report	1.16	38.3	0.367
5_1_grt	1.22	38.3	0.166
3_5_place_dp	0.694	37.0	0.0513
==> layer usage <==
layer | vias to the layer above | wire (um) | GRT usage, %
li1 | 1047 | - | -
met1 | 875 | 2710 | 21.1
met2 | 48 | 2050 | 20.1
met3 | 8 | 268 | 2.47
met4 | 0 | 76 | 1.54
met5 | - | 0 | 0
Power and IR drop assume default switching activity.
